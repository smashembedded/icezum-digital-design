==> design/flow/design.v <==
module button_counter #(
    parameter WIDTH = 8,          
    parameter STEP  = 8'd1        
)(
    input wire clk,
    input wire rst,
    input wire b_in,                    
    output reg [WIDTH-1:0] count
);
wire b_out_dummy;
wire b_out_pulse;
button_debouncer u_button_debouncer (
    .clk(clk),
    .rst(rst),
    .b_in(b_in),
    .b_out_level(b_out_dummy),
    .b_out_pulse(b_out_pulse)
);
localparam MAX_VAL = {WIDTH{1'b1}};
initial count = 0;
always @(posedge clk) begin
    if (rst)
        count <= {WIDTH{1'b0}};
    else if (b_out_pulse) begin
        if (count > MAX_VAL - STEP)
            count <= {WIDTH{1'b0}};
        else
            count <= count + STEP;
    end
end
endmodule
module button_debouncer (
    input  wire clk,
    input  wire rst,
    input  wire b_in,
    output wire b_out_level,    
    output wire b_out_pulse     
);
    wire [5:0] shift;
    wire [5:0] dummy_nQ;
    wire b_out_internal;
    wire dummy_nQ_out;
    wire b_in_stage1, b_in_sync;
    wire dummy_nQ_sync;
    dflipflop_rising sync0 (
        .clk(clk), .rst(rst),
        .D(b_in), .Q(b_in_stage1), .nQ(dummy_nQ_sync)
    );
    dflipflop_rising sync1 (
        .clk(clk), .rst(rst),
        .D(b_in_stage1), .Q(b_in_sync), .nQ(dummy_nQ_sync)
    );
    dflipflop_rising dff0 (
        .clk(clk), .rst(rst),
        .D(b_in_sync), .Q(shift[0]), .nQ(dummy_nQ[0])
    );
    genvar i;
    generate
        for (i = 1; i < 6; i = i + 1) begin : shift_chain
            dflipflop_rising dff (
                .clk(clk), .rst(rst),
                .D(shift[i-1]), .Q(shift[i]), .nQ(dummy_nQ[i])
            );
        end
    endgenerate
    wire all_high = &shift;       
    wire all_low  = ~|shift;      
    wire next_b_out;
    assign next_b_out = all_high ? 1'b1 :
                        all_low  ? 1'b0 :
                                   b_out_internal;
    dflipflop_rising dff_out (
        .clk(clk), .rst(rst),
        .D(next_b_out), .Q(b_out_internal), .nQ(dummy_nQ_out)
    );
    assign b_out_level = b_out_internal;
    wire b_out_prev, dummy_nQ_prev;
    dflipflop_rising dff_prev (
        .clk(clk), .rst(rst),
        .D(b_out_internal), .Q(b_out_prev), .nQ(dummy_nQ_prev)
    );
    assign b_out_pulse = b_out_internal & ~b_out_prev;
endmodule
module dflipflop_rising (
    input clk,
    input rst,       
    input D,
    output reg Q,
    output reg nQ
);
always @(posedge clk) begin
    if (rst) begin
        Q <= 1'b0;
        nQ <= 1'b1;
    end else begin
        Q <= D;
        nQ <= ~D;
    end
end
endmodule
==> design/flow/run.sh <==
#!/bin/bash
# OpenROAD 26Q1-2900-gdf79404cd8, Yosys 0.63+post, stock flow scripts
make -C /OpenROAD-flow-scripts/flow DESIGN_CONFIG=/design/flow/config.mk WORK_HOME=/design/flow/orfs finish
==> design/flow/config.mk <==
export PLATFORM = sky130hd
export DESIGN_NAME = button_counter
export DESIGN_NICKNAME = button_counter
export VERILOG_FILES = /design/flow/design.v
export SDC_FILE = /design/flow/constraint.sdc
export NUM_CORES = 4
export LEC_CHECK = 1
export CORE_AREA = 10 10 76 76
export DIE_AREA = 0 0 86 86
==> design/flow/constraint.sdc <==
current_design button_counter

set clk_period 2.5
set clk_io_pct 0.2

create_clock -name clk0 -period $clk_period [get_ports {clk}]

set non_clock_inputs [all_inputs -no_clocks]
set_input_delay [expr $clk_period * $clk_io_pct] -clock clk0 $non_clock_inputs
set_output_delay [expr $clk_period * $clk_io_pct] -clock clk0 [all_outputs]
==> impl_metrics.tcl <==
# implementation run metrics
set metrics [dict create \
    fillCellCount 440 \
    clock-sinks 18 \
    routed_wl_um 1470 \
    switching_share_pct 19.5 \
    post-cts-setup-buffer-count 0 \
    power_density_nw_per_um2 571 \
    die_x_um 86 \
    vias 594 \
    period_used_pct 70.3 \
    synth_top_area_share_pct 49.0 \
    critical_path.top_delay_family "buffers and inverters" \
    die_y_um 86 \
    seqPwrFrac_pct 53.7 \
    worstHoldEndpoint "u_button_debouncer.dff0.Q" \
    syn_inst 75 \
    critical_path_class "flop to primary output" \
    dp_slack_ns 0.706 \
    synth.most_common_cell "dfxtp_1" \
    ioPinCount 11 \
    cp_slowest_cell "clkdlybuf4s50_1" \
    drtIter0Drc 72 \
    overflow 0 \
    clock_skew_ns 0.00300 \
    cts_tree "yes" \
    finalHoldViolCount 0 \
    crit_path_end_kind "primary output" \
    grt_pass1_vias 534 \
    slew_viol_final 0 \
    vias_per_cell 4.27 \
    synthArstFlopShare_pct 0 \
    path_clk_slew_ns 0.07 \
    edf_count 0 \
    wl_per_cell_um 10.6 \
    r2r_cells 5 \
    r2r-start "count[0]" \
    yosys-top-cells-count "dfxtp_1 (18), nor2b_1 (12), o21ai_0 (5), inv_1 (4), nand3_1 (4)" \
    tightest_slew_ns 0.565 \
    fp_util_pct 17.9 \
    start_kind "flop" \
    vdd_drop_max_v 0.000399 \
    path_cells "clkdlybuf4s50_1" \
    grt_max_degree 16 \
    p_int_mw 0.440 \
    gp_congestion 0.776 \
    worstPathRequired_ns 2.00 \
    cts_buffers 3 \
    netlist_area_um2 736 \
    crit_fanout 7 \
    ant_nets 0 \
    maxCapViolations 0 \
    die-area_um2 7400 \
    synthFlopType "dfxtp_1" \
    grt_pass1_wl_um 2450 \
    setup_viol 0 \
    diodes 0 \
    cts-root-buf "clkbuf_8" \
    h-tree-depth 1 \
    fmax_mhz 569 \
    outcome "finished, final reports clean" \
    clock_latency_ns 0.25 \
    synth_flop_count 18 \
    hold_buffers 0 \
    row_count 23 \
    drive_gt1_share_pct 7.87 \
    top_cells_by_area "dfxtp_1 (49%), nor2b_1 (10%), ha_1 (3.4%), o21ai_0 (3.4%), nand4b_4 (3.2%)" \
    syn_to_final_growth_pct 30.1 \
    netSwitchingPower_mw 0.106 \
    min_from "u_button_debouncer.sync1.Q" \
    yosys.stat.chipArea_um2 736 \
    cp.arrival_ns 1.26 \
    largest_area_cell "dfxtp_1" \
    slowest_delay_ns 0.53 \
    worstReg2RegEnd "count[0]" \
    cp_num_buf_inv 1 \
    fin_crit_ns 1.76 \
    log.warning_count 26 \
    ctsResizeCount 0 \
    regArea_um2 360 \
    grt_antenna_before_repair 0 \
    rrSetupSlack_ns 0.79 \
    core_um2 4120 \
    hp-class "flop to flop" \
    yosys_warnings 2 \
    cts.path.max_buffers 2 \
    ys_cells 75 \
    leakage_nw 0.360 \
    worstHoldPathCells 1 \
    slew_headroom_pct 62.0 \
    logic_area_um2 357 \
    comb_power_share_pct 3.0 \
    drc 0 \
    clkPwrFrac_pct 43.2 \
    port_buffers 10 \
    worst_slack_ns 0.742 \
    hpwlAfterDp_um 1060 \
    dr.pass1.iters 4 \
    fin_tns_setup_ns 0 \
    synth_cell_types 27 \
    rsz0062_at_grt "false" \
    grt_use_total_pct 3.87 \
    avgSynthCellArea_um2 9.81 \
    ys_seq_share_pct 49.0 \
]
[through the flow]
stage / cell area (um2) / util, % / hold slack [ns] / power, mW / instances
2_1_floorplan: 736 / - / 0.414 / 0.307 / 75
3_3_place_gp: 902 / 21.9 / 0.425 / 0.317 / 135
3_5_place_dp: 902 / 21.9 / 0.432 / 0.317 / 135
4_1_cts: 957 / 23.3 / 0.444 / 0.552 / 139
5_1_grt: 957 / 23.3 / 0.463 / 0.566 / 139
6_report: 957 / 23.3 / 0.441 / 0.546 / 139
[cells in the final DEF, fill, tap and decap left out, types with 2 or more instances in the layout]
master | synthesis | final
a21oi_1 | 3 | 3
clkbuf_8 | 0 | 4
clkdlybuf4s50_1 | 0 | 10
dfxtp_1 | 18 | 18
ha_1 | 2 | 2
inv_1 | 4 | 4
nand2_1 | 2 | 2
nand3_1 | 4 | 4
nor2_1 | 3 | 3
nor2b_1 | 12 | 12
o21ai_0 | 5 | 5
o31ai_1 | 3 | 3
or3_1 | 2 | 2
or4_1 | 2 | 2
[how the worst max path moves through the flow]
stage,start,end,slack (ns),cells after the start
CTS,count[0],count[0],0.74,1
global route,count[0],count[4],0.67,5
finish,count[0],count[0],0.74,1
[layout make-up]
cell class,instances,area share (%)
Tap cell,50,6.54
Multi-Input combinational cell,52,37.3
Clock buffer,4,5.75
Timing Repair Buffer,11,11.2
Inverter,4,1.57
Sequential cell,18,37.6
[power groups by stage]
stage                 clock network [mW]  logic, mW  registers (mW)
after CTS                          0.241     0.0170           0.294
after global routing               0.254     0.0184           0.294
final                              0.236     0.0166           0.294
[per-layer routing]
metal  vias to the layer above  part of all wire, %  GRT usage (%)  wire length, um
met5                         -                    0              0                0
met3                         2                  7.9           1.62              116
met4                         0                 0.34          0.150                5
met1                       275                   47           4.80              690
li1                        299                    -              -                -
met2                        18                   45           6.42              655
[state kept, by name, summed over array words and instances, names as in the netlist]
| name | cells |
|---|---|
| count | 8 |
| u_button_debouncer.dff_out.Q | 1 |
| u_button_debouncer.dff_prev.Q | 1 |
| u_button_debouncer.sync0.Q | 1 |
| u_button_debouncer.sync1.Q | 1 |
| u_button_debouncer.shift_chain.dff.Q | 5 |
| u_button_debouncer.dff0.Q | 1 |
[cell families after synthesis]
group / synth area share, %
AND-OR/OR-AND: 12.6
XOR/XNOR: 2.38
adder cells (fa/ha/maj): 3.40
buffers and inverters: 2.55
flip-flops: 49.0
AND/OR/NAND/NOR: 30.1
No activity file was given, so power comes from the tool's default toggle rates.
